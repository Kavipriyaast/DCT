**/design/flow/config.mk**
```make
export PLATFORM = sky130hd
export DESIGN_NAME = approx_multiplier
export DESIGN_NICKNAME = approx_multiplier
export VERILOG_FILES = /design/flow/design.v
export SDC_FILE = /design/flow/constraint.sdc
export NUM_CORES = 4
export LEC_CHECK = 1
export CORE_UTILIZATION = 30
```
**/design/flow/constraint.sdc**
```tcl
current_design approx_multiplier

set clk_period 6.8
set clk_io_pct 0.2

create_clock -name clk0 -period $clk_period

set non_clock_inputs [all_inputs -no_clocks]
set_input_delay [expr $clk_period * $clk_io_pct] -clock clk0 $non_clock_inputs
set_output_delay [expr $clk_period * $clk_io_pct] -clock clk0 [all_outputs]
```
**/design/flow/design.v**
```verilog
module approx_multiplier (
    input [15:0] A, B,     
    input mode,            
    output [31:0] result   
);
    wire [31:0] exact_result;
    wire [31:0] approx_result;
    booth_multiplier_exact #(8) exact_mult (
        .A(A[15:8]), 
        .B(B[15:8]),
        .result(exact_result[31:16])
    );
    or_and_multiplier #(8) approx_mult (
        .A(A[7:0]), 
        .B(B[7:0]),
        .result(approx_result[15:0])
    );
    wire [15:0] compensation = (A[7:0] & B[7:0]) >> 4;   
    assign result = mode ? exact_result : {exact_result[31:16], (approx_result[15:0] + compensation)};
endmodule
module booth_multiplier_exact #(parameter N = 8) (
    input [N-1:0] A, B,
    output [2*N-1:0] result
);
    reg signed [2*N-1:0] partial_products [N:0];
    integer i;
    always @(*) begin
        for (i = 0; i < N; i = i + 1) begin
            if (B[i])
                partial_products[i] = A << i;
            else
                partial_products[i] = 0;
        end
        result = partial_products[0] + partial_products[1] + partial_products[2] + partial_products[3] + 
                 partial_products[4] + partial_products[5] + partial_products[6] + partial_products[7];
    end
endmodule
module or_and_multiplier #(parameter N = 8) (
    input [N-1:0] A, B,
    output [2*N-1:0] result
);
    assign result = (A | B) & (A & B);   
endmodule
```
**/design/flow/run.sh**
```bash
#!/bin/bash
# OpenROAD 26Q1-2900-gdf79404cd8, Yosys 0.63+post, stock flow scripts
make -C /OpenROAD-flow-scripts/flow DESIGN_CONFIG=/design/flow/config.mk WORK_HOME=/design/flow/orfs finish
```
==> flow_summary.yaml <==
# flow metrics
critical_path:
  arrival_ns: 5.31
  critPathKind: "in2out"
  endpoint_kind: "primary output"
  cp-start-kind: "primary input"
  worstPathRequired_ns: 5.44
  crit_path_max_fanout: 6
run_status:
  outcome: "completed"
run:
  maxCapViolations: 0
  tool_warnings: 35
hold_path:
  min_to: "result[16]"
  hold_path_class: "in2out"
  whs_path_depth: 4
  min_from: "A[8]"
final_layout:
  flop_area_um2: 0
  clock_buffers: 0
  area_growth_pct: 47.8
  layout-drive-gt1-share_pct: 26.5
  fill_cells: 734
  flop-count: 0
  fin_util_pct: 45.9
  finalNonFillerCells: 457
floorplanning:
  core_um2: 7290
  initCoreUtil_pct: 31.0
  rows: 31
  dieHeight_um: 88.9
  die_w_um: 88.9
  die_area_um2: 7900
  design.portCount: 65
power:
  power_uw: 793
  p_per_area_nw_per_um2: 237
  peakVddDrop_mv: 0.122
  p_leak_uw: 0.00174
yosys:
  syn_area_um2: 2260
  avgSynthCellArea_um2: 8.84
  yosys_warnings: 19
  syn-instance-count: 256
  synth_cell_types: 31
  yosysSeqAreaShare_pct: 0
  largest_area_cell: "fa_1"
  yosys_area_um2: 2260
  area_leaders: "fa_1, ha_1, and2_1"
  top_cell_area_share_pct: 34.5
  yosysCellCount: 256
sta:
  finalSetupViolCount: 0
  whs_ns: 3.50
  fin_crit_ns: 6.67
  period_used_pct: 98.1
  rsz0062_at_grt: "true"
  finalSetupTns_ns: 0
  final_max_slew_viol_count: 0
  fmax_ghz: 0.150
  hold_viol: 0
routing:
  drtPass1Iterations: 4
  detail-route-antenna-nets: 0
  via_per_inst: 4.28
  drt_iter0_drc: 45
  vias: 1957
  routed_wl_mm: 4.82
  wl_per_cell_um: 10.5
  antenna_cells: 0
  drcViolationCount: 0
global_routing:
  grt_usage_pct: 13.8
  grt_pass1_vias: 1907
  overflow: 0
  antenna_found_initial: 0
  grt_pass1_wl_mm: 8.34
  grt_max_degree: 8
cts:
  hold_buffers: 0
place:
  place.gp.congestion: 0.832
  dp_hpwl_mm: 4.20
  io_buffers: 57
  place_inst: 449
## layer usage
| layer | track usage, % | up-vias | share of wire [%] |
|---|---|---|---|
| li1 | - | 992 | - |
| met5 | 0 | - | 0 |
| met4 | 0 | 0 | 0 |
| met2 | 21.6 | 47 | 44 |
| met3 | 1.61 | 0 | 5.6 |
| met1 | 22.4 | 918 | 50 |
## cell families (layout without fill, tap and decap cells)
family	count (synthesis)	after routing	synth area share, %
AND/OR/NAND/NOR	96	96	23.5
AND-OR/OR-AND	20	20	7.02
XOR/XNOR	16	16	6.19
other	1	7	0.166
adder cells (fa/ha/maj)	74	74	53.8
buffers and inverters	49	145	9.29
## worst max-delay path by stage
stage         slack (ns)  start  depth (start not counted)    endpoint
finish              0.13  B[11]                         18  result[28]
global route       -0.05  A[11]                         19  result[31]
CTS                -0.01  B[15]                         19  result[31]
## cells in the final DEF, fill, tap and decap left out, types with 6 or more instances in the layout
cell type        instances
buf_2                    6
and2_1                  43
inv_1                   37
clkdlybuf4s50_1         35
clkbuf_2                 8
fa_1                    34
buf_6                   11
buf_4                   37
nand2_1                 26
and2_4                   8
xnor2_1                 12
conb_1                   7
ha_1                    31
## Yosys cell counts (all sizes together), types with 4 or more instances
cell type and instances:
and2 51, inv 42, fa 39, ha 35
nand2 27, xnor2 12, buf 7, a21oi 5
nor2 5, o21ai 5, xor2 4
## area by class of cell
class | count | area [um2] | share of cell area [%]
Tap cell | 99 | 124 | 3.70
Timing Repair Buffer | 103 | 877 | 26.2
Inverter | 42 | 158 | 4.71
Multi-Input combinational cell | 213 | 2190 | 65.4
## power breakdown
group          leakage, uW  switching (uW)  total (uW)  internal (uW)
Sequential               0               0           0              0
Clock                    0               0           0              0
Combinational      0.00174             309         793            484
Total              0.00174             309         793            484
## worst max-delay path, stage by stage
cell           delay [ns]
buf_2                0.13
buf_4                0.15
and2_1               0.15
fa_1                 0.58
fa_2                 0.44
fa_1                 0.49
inv_1                0.05
fa_1                 0.51
inv_2                0.05
ha_4                 0.24
and3_1               0.15
a211oi_2             0.25
buf_4                0.15
buf_4                0.09
buf_4                0.09
a21oi_1              0.06
xor2_1               0.15
dlygate4sd2_1        0.24
## stage by stage
stage	setup slack, ns	instance area [um2]
after CTS	-0.0104	3370
after global routing	-0.0471	3340
after floorplan	0.493	2290
after global placement	-0.748	3210
after detailed placement	-0.752	3210
final	0.127	3340
## repair_timing
action                     CTS  global route
gates resized               67            38
pin swaps                   26            23
setup buffers                7             1
setup endpoints to repair    8             5
No activity file was given, so power comes from the tool's default toggle rates.
