File: flow/run.sh
#!/bin/bash
# OpenROAD 26Q1-2900-gdf79404cd8, Yosys 0.63+post, stock flow scripts
make -C /OpenROAD-flow-scripts/flow DESIGN_CONFIG=/design/flow/config.mk WORK_HOME=/design/flow/orfs finish
File: flow/config.mk
export PLATFORM = sky130hd
export DESIGN_NAME = approximate_adder
export DESIGN_NICKNAME = approximate_adder
export VERILOG_FILES = /design/flow/design.v
export SDC_FILE = /design/flow/constraint.sdc
export NUM_CORES = 4
export LEC_CHECK = 1
export CORE_AREA = 10 10 70 70
export DIE_AREA = 0 0 80 80
File: flow/constraint.sdc
current_design approximate_adder

set clk_period 6.0
set clk_io_pct 0.2

create_clock -name clk0 -period $clk_period

set non_clock_inputs [all_inputs -no_clocks]
set_input_delay [expr $clk_period * $clk_io_pct] -clock clk0 $non_clock_inputs
set_output_delay [expr $clk_period * $clk_io_pct] -clock clk0 [all_outputs]
File: flow/design.v
module approximate_adder(A, B, carry_in, sum, carry_out);
    input [23:0] A, B;   
    input carry_in;      
    output [23:0] sum;   
    output carry_out;    
    wire [7:0] precise_sum;   
    wire precise_carry;       
    wire [15:0] approx_sum;   
    wire approx_carry;        
    carry_lookahead_adder CLA(
        .A(A[23:16]),
        .B(B[23:16]),
        .carry_in(carry_in),
        .sum(precise_sum),
        .carry_out(precise_carry)
    );
    or_and_adder OR_AND(
        .A(A[15:0]),
        .B(B[15:0]),
        .sum(approx_sum),
        .carry_out(approx_carry)
    );
    assign sum = {precise_sum, approx_sum};
    assign carry_out = precise_carry | approx_carry;
endmodule
module carry_lookahead_adder(A, B, carry_in, sum, carry_out);
    input [7:0] A, B;   
    input carry_in;     
    output [7:0] sum;   
    output carry_out;   
    wire [7:0] p, g, c;   
    assign p = A ^ B;   
    assign g = A & B;   
    assign c[0] = carry_in;   
    assign c[1] = g[0] | (p[0] & c[0]);   
    assign c[2] = g[1] | (p[1] & c[1]);   
    assign c[3] = g[2] | (p[2] & c[2]);   
    assign c[4] = g[3] | (p[3] & c[3]);   
    assign c[5] = g[4] | (p[4] & c[4]);   
    assign c[6] = g[5] | (p[5] & c[5]);   
    assign c[7] = g[6] | (p[6] & c[6]);   
    assign sum = p ^ c;   
    assign carry_out = g[7] | (p[7] & c[7]);   
endmodule
module or_and_adder(A, B, sum, carry_out);
    input [15:0] A, B;   
    output [15:0] sum;   
    output carry_out;    
    assign sum = A | B;
    assign carry_out = |(A & B);
endmodule
==> run summary <==
Post-DP HPWL = 2.19 mm
Setup Buffers After CTS = 0
Post-Syn Instances = 45
Final Cycle Share = 96.8%
Min-delay src = B[9]
Peak supply drop = 20.1 µV
Drc violations = 0
Max Cap Viol = 0
First-pass GRT wire length = 3.35 mm
Critical path class = in -> out
Area Overhead vs Synth = 215%
Top cells, area = fa_1 43%, or2_2 27%, a22oi_1 12%
Worst Path Arrival = 4.61 ns
Vias in the first global route = 740
FF+latch area = 0 µm²
Die span in y = 80 µm
Chip area in the Yosys report = 374 µm²
PwrDens = 73.6 nW/µm²
DR iter-0 viols = 4
CLK BUF = 0
Vias per cell = 3.78
Minimum clock period = 5.81 ns
Final ANT Viol Nets = 0
CP Max Fanout = 1
Max-area cell share = 42.8%
Number of port buffers = 74
Tool warnings = 32
Post-route insts no fill = 165
Slew HR = 79.6%
DP Area = 1170 µm²
Vias = 624
FP Util = 11.0%
Die W = 80 µm
Synth Cell Area = 374 µm²
Final setup fails = 0
Layout cell share with drive strength beyond 1 = 25.2%
Post-CTS Hold Fix Bufs = 0
Flip-flops = 0
Yosys cell count = 45
Routed Wire Length = 2.28 mm
Cell Type Count = 9
Ports = 74
Design area = 1180 µm²
Ys Warns = 0
RSZ-0062 raised after global routing = false
Dpl cells = 165
Actual slew at the worst max-slew pin = 0.307 ns
Fill cell count = 359
Area leader, netlist = fa_1
Diode count = 0
Avg WL per Cell = 13.8 µm
Max Fclk = 0.172 GHz
CP Capture Type = primary output
Routability cong. = 0.891
Syn Area/Cell = 8.31 µm²
Final Max Tran Viols = 0
Core area = 3420 µm²
Die Size = 6400 µm²
Rows = 21
Initial antenna violation count = 0
Largest net degree at the start of global routing = 3
CP Launch Point = A[16]
Startpoint Class = input port
TritonRoute pass-1 iters = 4
Post-synth seq share = 0%
Status = finished clean
GRT Util Overall = 6.53%
Worst min-delay path class = in -> out
Grt total ovfl = 0
LEAKAGE = 0.455 nW
Crit path DRT = 4.80 ns
Hold Violations, Final = 0
==> power breakdown <==
part	total [W]	switching, W	internal [W]
clock network	0	0	0
logic	0.0000867	0.0000219	0.0000648
registers	0	0	0
==> critical path, stage by stage <==
cell,delay (ns)
dlygate4sd2_1,0.24
inv_2,0.06
fa_2,0.19
inv_2,0.04
fa_2,0.35
fa_2,0.37
fa_2,0.37
fa_2,0.36
fa_2,0.35
fa_2,0.36
inv_2,0.06
fa_2,0.18
nand2_1,0.04
or3_1,0.31
buf_2,0.12
==> placed cells by master, fill, tap and decap left out <==
cell type	netlist	final
a222oi_1	1	1
a22oi_1	6	6
buf_2	0	2
clkdlybuf4s50_1	0	69
dlygate4sd2_1	0	3
fa_2	0	8
inv_1	9	5
inv_2	0	4
nand2_1	2	2
nand3_1	1	1
nand4_1	1	1
or2_2	16	16
or3_1	1	1
==> final timing paths <==
path / end / slack, ns / depth (start not counted)
worst max-delay path: carry_out / 0.19 / 15
worst min-delay path: carry_out / 3.15 / 5
==> synth_stat cells <==
master,count
or2_2,16
inv_1,9
fa_1,8
a22oi_1,6
nand2_1,2
a222oi_1,1
nand3_1,1
nand4_1,1
or3_1,1
==> repair_timing <==
action,in CTS,in global routing
resized,21,0
pin swaps,9,1
setup endpoints to repair,2,1
endpoints found under the hold margin,0,0
==> per-layer routing <==
layer	vias up	track usage, %	part of all wire [%]
met5	-	0	0
met1	258	7.12	38
met2	72	7.22	27
li1	294	-	-
met3	0	9.66	35
met4	0	0	0
==> kinds of logic after synthesis <==
| kind of cell | after synthesis | synth area share [%] |
|---|---|---|
| AOI/OAI and AO/OA | 7 | 14.7 |
| adders and majority gates | 8 | 42.8 |
| buffers and inverters | 9 | 9.03 |
| and+or+nand+nor | 21 | 33.4 |
==> layout make-up <==
cell class	count	area [µm²]	share of cell area, %
multi-input cells	36	360	30.6
well taps	46	57.6	4.88
inverters	9	33.8	2.87
repair buffers	74	727	61.7
==> stage by stage <==
step | setup TNS, ns | setup WS (ns) | utilization [%] | power [W] | hold WS [ns]
6_report | 0 | 0.189 | 34.5 | 0.0000867 | 3.15
5_1_grt | 0 | 0.0477 | 34.5 | 0.0000963 | 3.19
3_5_place_dp | -0.887 | -0.463 | 34.3 | 0.0000874 | 3.43
2_1_floorplan | 0 | 0.529 | - | 0.0000133 | 2.46
4_1_cts | 0 | 0.109 | 34.5 | 0.0000887 | 3.15
3_3_place_gp | -0.852 | -0.448 | 34.3 | 0.0000873 | 3.43
No activity file was given, so power comes from the tool's default toggle rates.
